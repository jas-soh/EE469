==> flow/run.sh <==
#!/bin/bash
# OpenROAD 26Q1-2900-gdf79404cd8, Yosys 0.63+post, stock flow scripts
make -C /OpenROAD-flow-scripts/flow DESIGN_CONFIG=/design/flow/config.mk WORK_HOME=/design/flow/orfs finish
==> flow/config.mk <==
export PLATFORM = sky130hd
export DESIGN_NAME = mux3_1
export DESIGN_NICKNAME = mux3_1
export VERILOG_FILES = /design/flow/design.v
export SDC_FILE = /design/flow/constraint.sdc
export NUM_CORES = 4
export LEC_CHECK = 1
export CORE_AREA = 10 10 120 120
export DIE_AREA = 0 0 130 130
==> flow/constraint.sdc <==
current_design mux3_1

set clk_period 1.0
set clk_io_pct 0.2

create_clock -name clk0 -period $clk_period

set non_clock_inputs [all_inputs -no_clocks]
set_input_delay [expr $clk_period * $clk_io_pct] -clock clk0 $non_clock_inputs
set_output_delay [expr $clk_period * $clk_io_pct] -clock clk0 [all_outputs]
==> flow/design.v <==
`timescale 1ps/1ps
module mux3_1 #(parameter WIDTH = 64) (A, B, C, sel, OUT);
    input logic [WIDTH-1:0] A, B, C;
    input logic [1:0] sel;
    output logic [WIDTH-1:0] OUT;
    logic [63:0] temp;
    genvar i;
	generate
		for (i = 0; i < WIDTH; i++) begin : eachBit
			mux2_1  stge1 (.s0(sel[0]), .a(A[i]), .b(B[i]), .out(temp[i]));
            mux2_1  stge2 (.s0(sel[1]), .a(temp[i]), .b(C[i]), .out(OUT[i]));
		end
	endgenerate
endmodule
`timescale 1ps/1ps
module mux2_1 (s0, a, b, out);
	input logic a, b, s0;
	output logic out;
	logic temp0, temp1;
    logic not_s0;
    not #50 inv (not_s0, s0);	
	and #50 a0 (temp0, a, not_s0);
	and #50 b1 (temp1, b, s0);
	or #50 outp (out, temp0, temp1);
endmodule
module mux2_1_multi #(parameter SIZE = 64) (s0, a, b, out);
	input logic [SIZE-1:0] a, b;
	input logic s0;
	output logic [SIZE-1:0] out;
	genvar i;
	generate
		for (i = 0; i < SIZE; i++) begin : eachBit
			mux2_1 mux_multi (.s0, .a(a[i]), .b(b[i]), .out(out[i]));
		end
	endgenerate
endmodule
module mux4_1 (s, ins, out);
	input logic [3:0] ins;
	input logic  [1:0] s;
	output logic out;
	logic temp0, temp1, temp2, temp3;
	logic [1:0] not_s;
	not #50 notgate1 (not_s[0], s[0]);
	not #50 notgate2 (not_s[1], s[1]);
	and #50 a0 (temp0, ins[0], not_s[1], not_s[0]);
	and #50 b1 (temp1, ins[1], not_s[1], s[0]);
	and #50 c2 (temp2, ins[2], s[1], not_s[0]);
	and #50 d3 (temp3, ins[3], s[1], s[0]);
	or #50 outp (out, temp0, temp1, temp2, temp3);
endmodule
==> results.py <==
# Auto-generated metrics
metrics = {
    "outcome": {
        "status": "finished with violations",
        "violations": "negative setup slack",
    },
    "floorplan": {
        "ios": 258,
        "die-height_um": 130,
        "dieArea_um2": 16900,
        "fp.dieW_um": 130,
        "num_rows": 40,
        "fp-utilization_pct": 15.5,
        "design.core.area_um2": 11900,
    },
    "route": {
        "drt-vias-per-instance": 3.97,
        "post-route-drc-count": 0,
        "detail_route.iter0.violations": 53,
        "antenna_cells": 0,
        "firstDrtPassIters": 4,
        "vias": 2506,
        "postRouteAntennaNets": 0,
        "routed_wl_mm": 10.8,
        "wire_per_inst_um": 17.1,
    },
    "clock_network": {
        "postCtsHoldBufs": 0,
    },
    "pwr": {
        "combPwrFrac_pct": 100.0,
        "internal-power_mw": 1.06,
        "power_frac_clock_pct": 0,
        "seqPwrFrac_pct": 0,
        "switching_share_pct": 32.6,
        "p_per_area_nw_per_um2": 367,
        "peakVddDrop_v": 0.000176,
        "switchingPower_mw": 0.513,
        "p_leak_nw": 2.48,
    },
    "timing": {
        "slew_headroom_pct": 89.4,
        "setup_ws_ps": -152,
        "hold_violations": 0,
        "rsz0062_at_grt": "true",
        "slew_violations": 0,
        "period_minus_slack_ps": 1150,
        "max_freq_ghz": 0.868,
        "finalCritPeriodShare_pct": 115,
        "finalSetupViolations": 62,
        "worst_pin_slew_ps": 155,
        "holdWs_ps": 676,
    },
    "synthesis": {
        "top_cells_by_count": "66 x buf_4, 64 x mux2i_1, 64 x nand2_1",
        "most_common_cell": "buf_4",
        "synth_top_area_share_pct": 34.7,
        "syn_area_per_cell_um2": 6.66,
        "top_cells_by_area": "mux2i_1 35%, buf_4 27%, o21ai_1 16%",
        "synth_seq_share_pct": 0,
        "postSynthCellCount": 277,
        "yosysTopAreaCell": "mux2i_1",
        "yosysWarnings": 0,
        "synth-cells-yosys": 277,
        "synthesis.area_um2": 1850,
        "ys_types": 9,
        "yosys_area_um2": 1850,
    },
    "global_route": {
        "grt_pass1_wl_mm": 15.2,
        "track_usage_pct": 11.5,
        "grt-ovfl-total": 0,
        "first_global_vias": 2618,
        "antenna_found_initial": 0,
        "grt_max_degree": 31,
    },
    "run": {
        "tool_warnings": 35,
        "maxCapViolCount": 0,
    },
    "cells_and_area": {
        "layout-drive-gt1-share_pct": 22.9,
        "syn2layout_area_growth_pct": 132,
        "fin_cells": 632,
        "finalInstanceArea_um2": 4290,
        "register_area_um2": 0,
        "clkbuf_count": 0,
        "seq_cells": 0,
    },
    "placement": {
        "dp_hpwl_mm": 8.37,
        "dp.cells": 610,
        "place.gp.congestion": 0.832,
        "dp_slack_ps": -712,
        "place_area_um2": 4110,
        "port_buffers": 258,
    },
    "worst_setup_path": {
        "cp-end-kind": "primary output",
        "critPathLaunchType": "input pin",
        "worstPathRequired_ps": 800,
        "crit_type": "input pin to primary output",
        "crit_arrival_ps": 950,
        "cp_max_fo": 1,
    },
    "hold_path": {
        "min_path_cells": 4,
        "hp-start": "C[47]",
        "min_path_type": "input pin to primary output",
        "min_to": "OUT[47]",
    },
}
## per-layer routing
layer	wire, um	track usage, %	vias to the layer above	share of wire [%]
met5	0	0	-	0
li1	-	-	1305	-
met1	4380	14.0	1072	41
met3	1190	4.44	2	11
met2	5190	19.9	127	48
met4	27	0.331	0	0.25
## worst max-delay path, cell delays in order
cell and delay [ps]:
clkdlybuf4s50_1 460, mux2i_1 70, o21ai_1 110, buf_2 110
## cell families (layout without fill, tap and decap cells)
group / after synthesis / in the layout / share of synthesized area, %
AOI/OAI and AO/OA: 64 / 64 / 17.4
muxes: 64 / 64 / 34.7
and+or+nand+nor: 64 / 64 / 13.0
buffers and inverters: 85 / 293 / 34.9
## final cells by class
cell class / count / area, um2
repair buffers: 293 / 2860
fillers: 1256 / 7620
well taps: 147 / 184
multi-input cells: 192 / 1250
## timing repair
item	CTS	global route
gates resized	354	58
setup buffers	9	6
endpoints found under the setup margin	64	64
pin swaps	59	60
gates cloned	9	2
hold endpoints to repair	0	0
## power groups by stage
| stage | logic [mW] | registers, mW | clock network [mW] |
|---|---|---|---|
| CTS | 1.59 | 0 | 0 |
| global route | 1.73 | 0 | 0 |
| finish | 1.57 | 0 | 0 |
## metrics by stage
stage          setup TNS [ps]  util, %  total power, mW
5_1_grt                 -8960     36.0             1.73
2_1_floorplan           -1790        -            0.731
4_1_cts                 -6930     34.4             1.59
3_3_place_gp           -34600     34.5             1.72
6_report                -5710     36.0             1.57
3_5_place_dp           -35010     34.5             1.73
## worst max path at each step
| stage | start | to | slack (ps) | cells after the start |
|---|---|---|---|---|
| 4_1_cts | sel[0] | OUT[42] | -170 | 6 |
| 5_1_grt | sel[0] | OUT[30] | -240 | 6 |
| 6_report | B[61] | OUT[61] | -150 | 4 |
## cell usage in the layout, fill, tap and decap left out
| master | count |
|---|---|
| buf_12 | 12 |
| o21ai_1 | 61 |
| mux2i_1 | 57 |
| buf_2 | 64 |
| clkdlybuf4s50_1 | 29 |
| dlygate4sd2_1 | 122 |
| buf_8 | 2 |
| buf_4 | 2 |
| mux2i_2 | 6 |
| buf_16 | 7 |
| buf_6 | 12 |
| mux2i_4 | 1 |
| o21ai_2 | 3 |
| clkbuf_16 | 2 |
| nand2_1 | 64 |
| dlymetal6s2s_1 | 41 |
No activity file was given, so power comes from the tool's default toggle rates.

## design/flow/config.mk

```make
export PLATFORM = sky130hd
export DESIGN_NAME = add_width
export DESIGN_NICKNAME = add_width
export VERILOG_FILES = /design/flow/design.v
export SDC_FILE = /design/flow/constraint.sdc
export NUM_CORES = 4
export LEC_CHECK = 1
export CORE_UTILIZATION = 40
```

## design/flow/constraint.sdc

```tcl
current_design add_width

set clk_period 19.1
set clk_io_pct 0.2

create_clock -name clk0 -period $clk_period

set non_clock_inputs [all_inputs -no_clocks]
set_input_delay [expr $clk_period * $clk_io_pct] -clock clk0 $non_clock_inputs
set_output_delay [expr $clk_period * $clk_io_pct] -clock clk0 [all_outputs]
```

## design/flow/design.v

```verilog
module add_width #(parameter WIDTH = 64) (A, B, cIn, s, cOut);
	input logic [WIDTH-1:0] A, B;
	input logic cIn;
	output logic [WIDTH-1:0] s;
	output logic cOut;
	logic [63:0] carries;
	fullAdder bit_0 (.a(A[0]), .b(B[0]), .cIn, .s(s[0]), .cOut(carries[0]));
	genvar i;
	generate
		for (i = 1; i < 63; i++) begin : addBit
			fullAdder bit_i (.a(A[i]), .b(B[i]), .cIn(carries[i-1]), .s(s[i]), .cOut(carries[i]));
		end
	endgenerate
	fullAdder bit_64 (.a(A[63]), .b(B[63]), .cIn(carries[62]), .s(s[63]), .cOut);
endmodule
`timescale 1ps/1ps
module fullAdder (a, b, cIn, s, cOut);
	input logic a, b, cIn;
	output logic cOut, s;
	logic t0, t1, t2;
	xor #50 sum (s, a, b, cIn);
	and #50 and0 (t0, a, cIn);
	and #50 and1 (t1, a, b);
	and #50 and2 (t2, b, cIn);
	or #50 C (cOut, t0, t1, t2);
 endmodule
```

## design/flow/run.sh

```bash
#!/bin/bash
# OpenROAD 26Q1-2900-gdf79404cd8, Yosys 0.63+post, stock flow scripts
make -C /OpenROAD-flow-scripts/flow DESIGN_CONFIG=/design/flow/config.mk WORK_HOME=/design/flow/orfs finish
```

==> notes.org <==
#+TITLE: Physical design notes

** Timing
- Counting endpoints that fail hold in the final report gives 0.
- Min cycle time layout :: 30.11 ns
- Portion of the clock cycle consumed by the worst path in the final layout :: 157.7%
- Worst slew slack as a fraction of its limit :: 91.24%
- Final setup viols :: 33
- Per the final report, max-transition violations number 0.
- Tightest hold margin :: 8.389 ns
- Setup repair after global routing could not meet its margin everywhere.
- Measured slew at the worst slew-check pin :: 0.1310 ns
- The final timing report gives a worst setup slack of -11.01 ns.
- Fmax :: 0.03321 GHz

** Drt
- Detailed-route vias per instance :: 4.319
- Wire length per cell :: 16.71 um
- Per the post-route antenna check, the number of violating nets is 0.
- Count of TritonRoute iterations in the first routing pass :: 4
- Per the detailed-route log, wirelength across all metal layers totals 5346 um.
- In the routed netlist, the antenna diode instances number 0.
- Iter 0 DRT Violations :: 12
- The routed layout reports a DRC error count of 0.
- Vias after detailed routing :: 1382

** Logic synthesis
- Cell count in the Yosys report :: 138
- Number of warning messages in the yosys log :: 0
- Sequential elements use 0% of the synthesized area.
- Synthesized chip area reported by yosys :: 1799 um^2
- Mean Syn Cell Area :: 13.04 um^2
- Post-synth cell types :: 3
- Before any placement, the netlist area is recorded as 1799 um^2.
- After technology mapping, the gate count stands at 138.

** GRT
- Grt total ovfl :: 0
- Vias in the first global route :: 1669
- The initial antenna violation count was 0.
- For this run, the total global-route usage over all layers was measured as 26.03%.
- The first global-routing pass estimated 8687 um of wire.
- Largest net degree at the start of global routing :: 2

** CTS
- Post-CTS repair ended up resizing 127 cells.
- Number of buffers inserted by post-CTS setup repair :: 0
- The number of hold buffers added after CTS was 0.

** Floorplan
- Before placement the cells fill 41.61% of the core.
- 194 I/O pins were placed.
- Width of the chip :: 69.07 um
- Vertical die dimension :: 69.07 um
- Row count :: 24
- Chip area :: 4770 um^2
- The region available for standard cell placement spans 4324 um^2.

** Setup path
- The worst setup path is launched from an input port.
- Broken down by cell family, the worst path's largest delay share belongs to adder cells.
- Data on the critical path is required at its endpoint by 15.28 ns.
- The worst setup path is captured at an output pin.
- The OpenROAD report gives the critical path a data arrival time of 26.29 ns.
- Per STA, the highest per-stage delay on the worst path measures 0.39 ns.
- For reference, the most critical setup path is categorized as in -> out.
- STA lists the maximum fanout along the critical path as 1.
- Along the critical path, the tally of buffer and inverter instances is 6.
- Launch point of the critical path :: A[0]
- Slowest cell on the critical path :: sky130_fd_sc_hd__fa_1
- The timing report shows the most common cell along the critical path to be sky130_fd_sc_hd__fa_2.

** Finish
- The area taken by sequential standard cells is reported as 0 um^2.
- Measured on the finished design, the core utilization comes to 77.23%.
- Layout clock buffers :: 0
- Per the layout report, the design carries 317 filler cells.
- Total number of sequential cells :: 0
- The post-route netlist has 38.81% of its cells at a drive strength greater than 1.
- Final standard cell area without fillers :: 3339 um^2
- In this run the layout overhead on the synthesized area is reported as 85.60%.
- Comb area :: 1439 um^2
- Most frequently placed logic cell in the final layout :: sky130_fd_sc_hd__clkdlybuf4s50_1
- Top library cells by usage in the layout, fill and taps aside :: sky130_fd_sc_hd__clkdlybuf4s50_1, sky130_fd_sc_hd__fa_2, sky130_fd_sc_hd__buf_2

** Run status
- Result of the run :: complete, but fails checks
- Failing checks :: negative setup slack

** Power
- Leak Pwr :: 1.239 nW
- The worst-case IR drop observed on VDD is 0.00001517 V.
- P per Cell Area :: 30.12 nW/um^2

** Run
- The tool warning count for the run is 36.
- The tool flagged a number of max-cap violations equal to 0.

** Hold path
- Startpoint of the most critical hold path :: B[63]
- End point of the most critical hold path :: s[63]
- Kind of path behind the tightest hold check :: in -> out
- Worst hold path cell count :: 5

** Placed design
- Detailed placement HPWL :: 5313 um
- Setup slack on the worst path after placement came out at -11.93 ns.
- The congestion estimate from routability-driven global placement came to 0.7890.
- Port buffering added 194 buffers.
- Post-placement cell area :: 3498 um^2
Yosys cell counts:
cell type	count	area share [%]
sky130_fd_sc_hd__buf_4	64	27
sky130_fd_sc_hd__fa_1	64	71
sky130_fd_sc_hd__inv_1	10	2.1
metrics by stage:
| stage | std cells | setup TNS, ns | power (mW) |
|---|---|---|---|
| 4_1_cts | 320 | -191.88 | 0.1025 |
| 3_3_place_gp | 320 | -220.01 | 0.1145 |
| 3_5_place_dp | 320 | -221.97 | 0.1179 |
| 6_report | 320 | -191.61 | 0.1006 |
| 2_1_floorplan | 138 | -176.13 | 0.05779 |
| 5_1_grt | 320 | -205.18 | 0.1139 |
worst max path at each step:
stage,cells past startpoint,endpoint
6_report,70,s[63]
5_1_grt,70,s[63]
4_1_cts,70,s[63]
cell type report:
class,instances,share of cell area (%)
timing repair buffer,194,53.32
multi-input combinational,64,43.09
tap,52,1.948
inverter,10,1.649
metal layers:
metal  part of all wire (%)  GRT usage [%]  wire, um
met5                      0              0         0
met1                     31          33.51      1644
met4                   0.51         0.9070        27
met3                     16          12.76       846
met2                     53          44.01      2827
power breakdown:
part / internal, mW / switching, mW / total, mW
registers: 0 / 0 / 0
clock network: 0 / 0 / 0
logic: 0.0708 / 0.0298 / 0.101
cell families (layout without fill, tap and decap cells):
logic type	Yosys count	after routing	share of synthesized area [%]
adder cells (fa/ha/maj)	64	64	71.21
buffers and inverters	74	204	28.79
Power and IR drop assume default switching activity.

==> /design/flow/design.v <==
`timescale 1ps/1ps
module mux2_1 (s0, a, b, out);
	input logic a, b, s0;
	output logic out;
	logic temp0, temp1;
    logic not_s0;
    not #50 inv (not_s0, s0);	
	and #50 a0 (temp0, a, not_s0);
	and #50 b1 (temp1, b, s0);
	or #50 outp (out, temp0, temp1);
endmodule
module mux2_1_multi #(parameter SIZE = 64) (s0, a, b, out);
	input logic [SIZE-1:0] a, b;
	input logic s0;
	output logic [SIZE-1:0] out;
	genvar i;
	generate
		for (i = 0; i < SIZE; i++) begin : eachBit
			mux2_1 mux_multi (.s0, .a(a[i]), .b(b[i]), .out(out[i]));
		end
	endgenerate
endmodule
module mux4_1 (s, ins, out);
	input logic [3:0] ins;
	input logic  [1:0] s;
	output logic out;
	logic temp0, temp1, temp2, temp3;
	logic [1:0] not_s;
	not #50 notgate1 (not_s[0], s[0]);
	not #50 notgate2 (not_s[1], s[1]);
	and #50 a0 (temp0, ins[0], not_s[1], not_s[0]);
	and #50 b1 (temp1, ins[1], not_s[1], s[0]);
	and #50 c2 (temp2, ins[2], s[1], not_s[0]);
	and #50 d3 (temp3, ins[3], s[1], s[0]);
	or #50 outp (out, temp0, temp1, temp2, temp3);
endmodule
==> /design/flow/run.sh <==
#!/bin/bash
# OpenROAD 26Q1-2900-gdf79404cd8, Yosys 0.63+post, stock flow scripts
make -C /OpenROAD-flow-scripts/flow DESIGN_CONFIG=/design/flow/config.mk WORK_HOME=/design/flow/orfs finish
==> /design/flow/config.mk <==
export PLATFORM = sky130hd
export DESIGN_NAME = mux2_1_multi
export DESIGN_NICKNAME = mux2_1_multi
export VERILOG_FILES = /design/flow/design.v
export SDC_FILE = /design/flow/constraint.sdc
export NUM_CORES = 4
export LEC_CHECK = 1
export CORE_AREA = 10 10 84 84
export DIE_AREA = 0 0 94 94
==> /design/flow/constraint.sdc <==
current_design mux2_1_multi

set clk_period 1.0
set clk_io_pct 0.2

create_clock -name clk0 -period $clk_period

set non_clock_inputs [all_inputs -no_clocks]
set_input_delay [expr $clk_period * $clk_io_pct] -clock clk0 $non_clock_inputs
set_output_delay [expr $clk_period * $clk_io_pct] -clock clk0 [all_outputs]
==> flow_metrics.tcl <==
# flow metrics
set metrics [dict create \
    mux_share 0.6072 \
    relSlewSlack 0.9432 \
    synth_top_area_share 0.5783 \
    crit_fanout 5 \
    vias 1379 \
    ys_sh_adder 0 \
    gp_congestion 0.7755 \
    cp-start-kind "primary input" \
    initCoreUtil 0.2993 \
    synthesis.area_um2 1558 \
    syn2layout_area_growth_pct 103.5 \
    synth_warnings 0 \
    die-area_um2 8836 \
    drc 0 \
    violations "negative setup slack" \
    n_sequential_cell 0 \
    postSynthSeqShare 0 \
    vias_per_cell 4.020 \
    tightest_slew_ns 0.08515 \
    grt_pass1_wl_um 9397 \
    yosysTopAreaCell "mux2_4" \
    routed_wl_um 6746 \
    layout_setup_ws_ns -0.09773 \
    antenna-diode-count 0 \
    hpwl_um 5859 \
    port_buffers 193 \
    maxCapViolCount 0 \
    logic_family "multiplexers" \
    grt_max_degree 11 \
    grtUsageTotal 0.1390 \
    first_iter_violations 2 \
    fin_crit_ns 1.098 \
    register_area_um2 0 \
    synthTopCellsByArea "mux2_4 (58%), buf_4 (31%), buf_12 (7.7%)" \
    die_w_um 94 \
    coreArea_um2 5205 \
    final-setup-viol-count 64 \
    lay_top_count "dlygate4sd2_1" \
    synthCells 135 \
    ys_cells 135 \
    n_fill_cell 486 \
    synth-xor-area-share 0 \
    ys_types 5 \
    first_pass_iters 2 \
    antenna_found_initial 0 \
    hold_path_end "out[16]" \
    max_freq_mhz 911.0 \
    power.leakage_nw 1.734 \
    final.setup.tns_ns -5.074 \
    grt_pass1_vias 1548 \
    final_cell_mix "dlygate4sd2_1 (128), mux2_4 (64), buf_6 (47), buf_2 (19), buf_16 (8)" \
    finalHoldViolations 0 \
    powerDensity_nw_per_um2 402.5 \
    die_h_um 94 \
    slew_violations 0 \
    yosysChipArea_um2 1558 \
    drtAntennaViolNets 0 \
    min_from "a[16]" \
    ctsHoldBuffers 0 \
    rsz0062_at_grt "yes" \
    hp-class "in2out" \
    required_ns 0.80 \
    avgSynthCellArea_um2 11.54 \
    worstSetupPathType "in2out" \
    hold_depth 3 \
    grt_overflow 0 \
    aoi_share 0 \
    min_period_over_period 1.098 \
    status "finished, violations left" \
    fp-row-count 26 \
    worstPathArrival_ns 0.90 \
    io_pins 193 \
    drive_gt1_frac 0.5311 \
    critPathCaptureType "output port" \
    whs_ns 0.7950 \
    clkbuf_count 0 \
    irDropWorstVdd_mv 0.1623 \
    tool_warnings 36 \
    wire_per_inst_um 19.67 \
    simple_gate_area_frac 0 \
]
==> per-layer routing <==
layer  routed length (um)  track usage  up-vias
li1                     -            -      682
met1                 2203       0.1294      589
met2                 3635       0.2765      106
met3                  867      0.06462        2
met4                   40     0.008861        0
met5                    0            0        -
==> report_power, final <==
| part | leakage, nW | switching, mW | total (mW) | internal [mW] |
|---|---|---|---|---|
| Sequential | 0 | 0 | 0 | 0 |
| Clock | 0 | 0 | 0 | 0 |
| Combinational | 1.73 | 0.292 | 1.28 | 0.983 |
==> logic make-up after synthesis <==
logic type and count (synthesis):
buf+inv 71, mux 64
==> synth_stat cells <==
cell type	count
buf_6	1
buf_4	64
mux2_4	60
buf_12	6
mux2_2	4
==> worst max-delay path, cell delays in order <==
cell       delay (ns)
clkbuf_16        0.15
buf_12           0.14
mux2_4           0.29
buf_6            0.11
==> layout make-up <==
class                      count  area (um^2)  area share
multi-input combinational     64        960.9      0.3032
tap                           70        87.58     0.02764
timing repair buffer         209         2121      0.6692
==> repair_timing <==
| action | CTS | global route |
|---|---|---|
| setup endpoints to repair | 64 | 64 |
| setup buffers | 1 | 0 |
| resized | 386 | 9 |
| gates cloned | 7 | 3 |
==> worst max path at each step <==
stage / end / depth (start not counted) / startpoint
finish: out[56] / 4 / s0
global route: out[47] / 4 / s0
CTS: out[35] / 4 / s0
==> through the flow <==
| stage | instance area [um^2] | total power [mW] | utilization | cells | setup slack (ns) |
|---|---|---|---|---|---|
| detailed placement | 3038 | 1.325 | 0.5837 | 332 | -0.5526 |
| floorplan | 1788 | 0.8161 | - | 135 | -0.07588 |
| finish | 3169 | 1.276 | 0.6089 | 343 | -0.09773 |
| global route | 3169 | 1.366 | 0.6089 | 343 | -0.1137 |
| CTS | 3038 | 1.230 | 0.5837 | 340 | -0.1414 |
| global placement | 3038 | 1.324 | 0.5837 | 332 | -0.5466 |
No activity file was given, so power comes from the tool's default toggle rates.
